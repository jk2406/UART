## design.v

```verilog
package ssdDisplay;
  function bit[6:0] CharToSSD(input logic [7:0] ascii);
    begin
      case(ascii)
        "0": CharToSSD = 7'b1000000;
        "1": CharToSSD = 7'b1111001;
        "2": CharToSSD = 7'b0100100;
        "3": CharToSSD = 7'b0110000;
        "4": CharToSSD = 7'b0011001;
        "5": CharToSSD = 7'b0010010;
        "6": CharToSSD = 7'b0000010;
        "7": CharToSSD = 7'b1111000;
        "8": CharToSSD = 7'b0000000;
        "9": CharToSSD = 7'b0010000;
        "A": CharToSSD = 7'b0001000;
        "B": CharToSSD = 7'b0000011;
        "C": CharToSSD = 7'b1000110;
        "D": CharToSSD = 7'b0100001;
        "E": CharToSSD = 7'b0000110;
        "F": CharToSSD = 7'b0001110;
        "G": CharToSSD = 7'b1000010;
        "H": CharToSSD = 7'b0001001;
        "I": CharToSSD = 7'b1111001;
        "J": CharToSSD = 7'b1110001;
        "K": CharToSSD = 7'b0001010;  
        "L": CharToSSD = 7'b1000111;
        "M": CharToSSD = 7'b0101011;  
        "N": CharToSSD = 7'b0101011;  
        "O": CharToSSD = 7'b1000000;
        "P": CharToSSD = 7'b0001100;
        "Q": CharToSSD = 7'b0011000;
        "R": CharToSSD = 7'b0001101;
        "S": CharToSSD = 7'b0010010;
        "T": CharToSSD = 7'b0000111;
        "U": CharToSSD = 7'b1000001;
        "V": CharToSSD = 7'b1110001;
        "W": CharToSSD = 7'b0101010;  
        "X": CharToSSD = 7'b0001001;
        "Y": CharToSSD = 7'b0010001;
        "Z": CharToSSD = 7'b0100100;
        default: CharToSSD = 7'b1111111;  
      endcase
    end
  endfunction
endpackage
import ssdDisplay::*;
module NDigitDisplay #(
    parameter N_DIGITS=8
)(
    input  logic        clk,
    input  logic        rstn, 
    input logic         rx,
    input logic         send,
    output logic        tx, 
    output logic [7:0]  an,
    output logic [6:0]  seg
);
    logic [7:0]  digit0;
    logic [7:0]  digit1;
    logic [7:0]  digit2;
    logic [7:0]  digit3;
    logic [7:0]  digit4;
    logic [7:0]  digit5;
    logic [7:0]  digit6;
    logic [7:0]  digit7;
    logic [7:0] message;
    logic ready;
    logic r_valid;
    logic [7:0] r_data;
    uart_tx UART_TX(
        .clk(clk),
        .tx(tx),
        .rstn(rstn),
        .send(send),
        .bit_value(message),
        .busy(),
        .ready(ready)
    );
    uart_rx UART_RX(
        .clk(clk),
        .rstn(rstn),
        .rx(rx),
        .r_data(r_data),
        .r_valid(r_valid)
    );
    send_message Message(
        .clk(clk),
        .rstn(rstn),
        .message(message),
        .ready(ready)
    );
    rxlogic_handle RxLogic(
        .clk(clk),
        .rstp(rstn),
        .r_data(r_data),
        .digit0(digit0),
        .digit1(digit1),
        .digit2(digit2),
        .digit3(digit3),
        .digit4(digit4),
        .digit5(digit5),
        .digit6(digit6),
        .digit7(digit7),
        .r_valid(r_valid)
    );
    localparam int refresh_cnt = 1000;
    localparam int ON_TIME = 100_000_000 / (refresh_cnt * N_DIGITS);
    localparam int CW = $clog2((ON_TIME > 1) ? ON_TIME : 2)+1;
    logic [CW-1:0] cnt;
    int index;
    always_ff @(posedge clk or posedge rstn) begin : ClockBlock
        if (rstn) begin
            cnt   <= '0;
            index <= 0;
            an    <= 8'b11111110;    
            seg   <= 7'b1111111;     
        end
        else begin : MainLogicBlock
            if (cnt == CW'(ON_TIME - 1)) begin
                cnt <= '0;
                an[index]      <= 1'b1;   
                an[(index==8)?0:index+1] <= 1'b0;   
                index          <= (index==8)?0:index+1;
            end
            else begin
                cnt <= cnt + 1;           
            end
            case (index)
                0: seg <= CharToSSD(digit0);
                1: seg <= CharToSSD(digit1);
                2: seg <= CharToSSD(digit2);
                3: seg <= CharToSSD(digit3);
                4: seg <= CharToSSD(digit4);
                5: seg <= CharToSSD(digit5);
                6: seg <= CharToSSD(digit6);
                7: seg <= CharToSSD(digit7);
                default: seg <= CharToSSD(digit0);
            endcase
        end : MainLogicBlock
    end : ClockBlock
endmodule
`timescale 1ns/1ps
module send_message #(
    parameter logic[2:0] message_count=3
) (
    output logic[7:0] message,
    input logic  clk,
    input logic rstn,
    input logic ready
);
int index;
always_ff @( posedge clk or posedge rstn ) begin 
    if(rstn) begin
        index<=0;
    end
    else begin
        if (ready) begin
             message<="E";
        end        
        end   
    end     
endmodule
module uart_rx #(
    parameter CLOCK_FREQ = 100_000_000,  
    parameter BAUD       = 57600  
)(
    input  logic clk,
    input  logic rstn,
    input  logic rx,
    output logic [7:0] r_data,
    output logic       r_valid
);
    localparam int CYCLES_PER_BIT = CLOCK_FREQ / BAUD;
    localparam int CTR_WIDTH = $clog2(CYCLES_PER_BIT);
    typedef enum logic [1:0] {
        IDLE = 2'b00,
        START= 2'b01,
        DATA = 2'b10,
        STOP = 2'b11
    } state_t;
    state_t state;
    logic [CTR_WIDTH-1:0] count_cycles;
    logic [2:0]           bit_index;   
    logic [7:0]           rx_shift;
    logic hold_valid;
    always_ff @(posedge clk or posedge rstn) begin
        if (rstn) begin
            state        <= IDLE;
            count_cycles <= 0;
            bit_index    <= 0;
            rx_shift     <= 0;
            r_data       <= 0;
            r_valid      <= 0;
            hold_valid   <= 0;
        end else begin
            r_valid<=0;
            case (state)
                IDLE: begin
                    if (rx == 0) begin   
                        state        <= START;
                        count_cycles <= 0;
                    end
                end
                START: begin
                    if (count_cycles == CTR_WIDTH'(CYCLES_PER_BIT/2)) begin
                        if (rx == 0) begin
                            state        <= DATA;
                            count_cycles <= 0;
                            bit_index    <= 0;
                        end else begin
                            state <= IDLE;  
                        end
                    end else
                        count_cycles <= count_cycles + 1;
                end
                DATA: begin
                    if (count_cycles == CTR_WIDTH'(CYCLES_PER_BIT-1)) begin
                        count_cycles <= 0;
                        rx_shift[bit_index] <= rx;  
                        if (bit_index == 7) begin
                            state <= STOP;
                        end else
                            bit_index <= bit_index + 1;
                    end else
                        count_cycles <= count_cycles + 1;
                end
                STOP: begin
                    if (count_cycles == CTR_WIDTH'(CYCLES_PER_BIT-1)) begin
                        state        <= IDLE;
                        count_cycles <= 0;
                        r_data       <= rx_shift;
                        r_valid      <= 1; 
                    end else
                        count_cycles <= count_cycles + 1;
                end
            endcase
        end
    end
endmodule
module rxlogic_handle(
    input  logic[7:0] r_data,
    input  logic clk,
    input logic rstp,
    input logic r_valid,
    output logic[7:0]  digit0,
    output logic[7:0]  digit1,
    output logic[7:0]  digit2,
    output logic[7:0]  digit3,
    output logic[7:0]  digit4,
    output logic[7:0]  digit5,
    output logic[7:0]  digit6,
    output logic[7:0]  digit7
);
logic[2:0] index;
always_ff @( posedge clk or posedge rstp ) begin : LogicHandler
    if(rstp) begin
      digit0<="0";
      digit1<="0";
      digit2<="0";
      digit3<="0";
      digit4<="0";
      digit5<="0";
      digit6<="0";
      digit7<="0";
      index<='1;
    end
    else begin
    if (r_valid) begin
        case (index)
            3'b111: begin
                digit7 <= r_data;
                index  <= index - 1;
            end
            3'b110: begin
                digit6 <= r_data;
                index  <= index - 1;
            end
            3'b101: begin
                digit5 <= r_data;
                index  <= index - 1;
            end
            3'b100: begin
                digit4 <= r_data;
                index  <= index - 1;
            end
            3'b011: begin
                digit3 <= r_data;
                index  <= index - 1;
            end
            3'b010: begin
                digit2 <= r_data;
                index  <= index - 1;
            end
            3'b001: begin
                digit1 <= r_data;
                index  <= index - 1;
            end
            3'b000: begin
                digit0 <= r_data;
                index  <= '1;
            end
            default:digit7<=r_data;
        endcase
    end
end
end
endmodule
`timescale 1ns/1ps
module uart_tx #(
    parameter integer CLOCK_FREQ = 100_000_000,  
    parameter integer BAUD       = 57600        
)(
    input  logic        clk,         
    input  logic        rstn,        
    input  logic        send,        
    input  logic [7:0]  bit_value,   
    output logic        tx,          
    output logic        busy,        
    output logic        ready        
);
    localparam integer CYCLES_PER_BIT = CLOCK_FREQ / BAUD;  
    typedef enum logic [1:0] {
        IDLE  = 2'b00,
        START = 2'b01,
        DATA  = 2'b10,
        STOP  = 2'b11
    } state_t;
    state_t state, next_state;
    localparam WIDTH = $clog2(CYCLES_PER_BIT);
    logic [WIDTH:0] cycle_cnt;
    int index, index_next;  
    always_comb begin
        index_next = index;
        busy       = (state != IDLE);
        ready      = (state == IDLE);
        case (state)
            IDLE: begin
                tx = 1'b1;  
            end
            START: begin
                tx = 1'b0;  
            end
            DATA: begin
                tx        = bit_value[index];  
                index_next = (index==8)?0:index + 1;
            end
            STOP: begin
                busy = 1'b0;
                tx   = 1'b1;  
            end
            default: begin
                tx = 1'b1;
            end
        endcase
    end
    always_ff @(posedge clk or posedge rstn) begin
        if (rstn) begin
            cycle_cnt  <= 0;
            next_state <= IDLE;
            index      <= 0;
            state      <= IDLE;
        end
        else begin
            case (state)
                IDLE: begin
                    cycle_cnt <= 0;
                    if (send) begin
                        next_state <= START;
                        index      <= 0;
                    end
                end
                START: begin
                    if (cycle_cnt < (WIDTH+1)'(CYCLES_PER_BIT - 1)) begin
                        cycle_cnt <= cycle_cnt + 1;
                    end
                    else begin
                        cycle_cnt  <= 0;
                        next_state <= DATA;
                    end
                end
                DATA: begin
                    if (cycle_cnt < (WIDTH+1)'(CYCLES_PER_BIT - 1)) begin
                        cycle_cnt <= cycle_cnt + 1;
                    end
                    else if (index == 8) begin
                        cycle_cnt  <= 0;
                        next_state <= STOP;
                        index      <= 0;
                    end
                    else begin
                        cycle_cnt <= 0;
                        index     <= index_next;
                    end
                end
                STOP: begin
                    if (cycle_cnt < (WIDTH+1)'(CYCLES_PER_BIT - 1)) begin
                        cycle_cnt <= cycle_cnt + 1;
                    end
                    else begin
                        cycle_cnt  <= 0;
                        next_state <= IDLE;
                    end
                end
                default: begin
                    cycle_cnt  <= 0;
                    next_state <= IDLE;
                end
            endcase
            state <= next_state;
        end
    end
endmodule
```

## run.sh

```bash
#!/bin/bash
# OpenROAD 26Q1-2900-gdf79404cd8, Yosys 0.63+post, stock flow scripts
make -C /OpenROAD-flow-scripts/flow DESIGN_CONFIG=/design/flow/config.mk WORK_HOME=/design/flow/orfs finish
```

## config.mk

```make
export PLATFORM = sky130hd
export DESIGN_NAME = NDigitDisplay
export DESIGN_NICKNAME = NDigitDisplay
export VERILOG_FILES = /design/flow/design.v
export SDC_FILE = /design/flow/constraint.sdc
export NUM_CORES = 4
export LEC_CHECK = 1
export CORE_UTILIZATION = 30
```

## constraint.sdc

```tcl
current_design NDigitDisplay

set clk_period 5.7
set clk_io_pct 0.2

create_clock -name clk0 -period $clk_period [get_ports {clk}]

set non_clock_inputs [all_inputs -no_clocks]
set_input_delay [expr $clk_period * $clk_io_pct] -clock clk0 $non_clock_inputs
set_output_delay [expr $clk_period * $clk_io_pct] -clock clk0 [all_outputs]
```

==> report_table.html <==
<h3>Flow metrics</h3>
<table>
<tr><th>Metric</th><th>Value</th></tr>
<tr><th colspan="2">Run status</th></tr>
<tr><td>Result of the run</td><td>complete, no violations</td></tr>
<tr><th colspan="2">Yosys</th></tr>
<tr><td>Yosys stat cell total</td><td>between 1,000 and 1,500</td></tr>
<tr><td>Area of the synthesized netlist per yosys stat</td><td>~8500 µm²</td></tr>
<tr><td>Number of instances in the synthesized netlist</td><td>~1,100</td></tr>
<tr><td>Number of unique standard cell types used by synthesis</td><td>88</td></tr>
<tr><td>Async set-or-reset flop fraction in the synthesized netlist</td><td>1.00</td></tr>
<tr><td>Most common flop cell mapped by yosys</td><td>dfrtp_1</td></tr>
<tr><td>Post-synth tally of flip-flops with integrated enable</td><td>0</td></tr>
<tr><td>Warnings, synthesis</td><td>23</td></tr>
<tr><td>Mean instance size in the synthesized netlist</td><td>8.03 µm²</td></tr>
<tr><td>Sequential-to-total area share from yosys stat</td><td>0.306</td></tr>
<tr><td>Cell area after synthesis</td><td>about 8500 µm²</td></tr>
<tr><td>Ys flops</td><td>104</td></tr>
<tr><th colspan="2">CTS</th></tr>
<tr><td>Resize count post-CTS</td><td>0</td></tr>
<tr><td>Number of hold buffers added after CTS</td><td>0</td></tr>
<tr><td>Clock latency reported for the late side of the worst-skew pair</td><td>roughly 0.37 ns</td></tr>
<tr><td>Bufs on Longest Clock Path</td><td>2</td></tr>
<tr><td>Clock edge transition at the registers on the reported setup and hold paths</td><td>about 0.08 ns</td></tr>
<tr><td>CTS buffer count</td><td>9</td></tr>
<tr><td>Level count of the clock H-tree</td><td>3</td></tr>
<tr><td>Number of sinks on the clock net</td><td>104</td></tr>
<tr><td>CTS tree</td><td>built</td></tr>
<tr><td>Number of setup buffers added after CTS</td><td>0</td></tr>
<tr><td>Root Buffer Master</td><td>clkbuf_16</td></tr>
<tr><th colspan="2">Timing</th></tr>
<tr><td>Setup repair after global routing missed its margin</td><td>false</td></tr>
<tr><td>Minimum period implied by the final worst setup slack</td><td>about 5 ns</td></tr>
<tr><td>Smallest hold slack</td><td>0.379 ns</td></tr>
<tr><td>Worst-margin pin slew</td><td>between 0.7 and 0.8 ns</td></tr>
<tr><td>Worst clock skew on the final layout</td><td>around 0.016 ns</td></tr>
<tr><td>Share of the cycle needed by the critical path after routing</td><td>0.858</td></tr>
<tr><td>Normalized max-slew margin</td><td>0.491</td></tr>
<tr><td>Setup TNS</td><td>0 ns</td></tr>
<tr><td>Maximum clock frequency</td><td>about 0.20 GHz</td></tr>
<tr><td>Count of final hold-check violations</td><td>0</td></tr>
<tr><td>Setup violation total in the final timing report</td><td>0</td></tr>
<tr><td>Minimum setup slack in the final design</td><td>0.810 ns</td></tr>
<tr><td>Pins Over Slew Limit</td><td>0</td></tr>
<tr><th colspan="2">Die</th></tr>
<tr><td>FP Rows</td><td>61</td></tr>
<tr><td>Core footprint</td><td>roughly 28,000 µm²</td></tr>
<tr><td>Floorplan die height</td><td>roughly 170 µm</td></tr>
<tr><td>IO Pins</td><td>20</td></tr>
<tr><td>Die span in x</td><td>between 150 and 200 µm</td></tr>
<tr><td>Starting Density</td><td>0.306</td></tr>
<tr><td>Chip area</td><td>29,100 µm²</td></tr>
<tr><th colspan="2">Routing</th></tr>
<tr><td>Drt first-iter violations</td><td>between 400 and 500</td></tr>
<tr><td>Average via count per standard cell</td><td>around 5.4</td></tr>
<tr><td>Drt drc</td><td>0</td></tr>
<tr><td>Per-cell routed wire length</td><td>approximately 15 µm</td></tr>
<tr><td>WL final</td><td>about 22,000 µm</td></tr>
<tr><td>Antenna cells</td><td>0</td></tr>
<tr><td>Length of the first detailed-routing pass in iterations</td><td>5</td></tr>
<tr><td>Antenna Nets Post-Route</td><td>0</td></tr>
<tr><td>Number of vias in the routed layout</td><td>roughly 7,700</td></tr>
<tr><th colspan="2">Pwr</th></tr>
<tr><td>Switching part of the total power</td><td>0.292</td></tr>
<tr><td>IR Drop Worst-Case VDD</td><td>~130 µV</td></tr>
<tr><td>Sequential group share of total power</td><td>0.476</td></tr>
<tr><td>Switching component of the power</td><td>just under 0.0005 W</td></tr>
<tr><td>Leakage power figure</td><td>around 3.6 nW</td></tr>
<tr><td>Logic gate share of total power</td><td>0.142</td></tr>
<tr><td>Clock share of power</td><td>0.383</td></tr>
<tr><td>Pint</td><td>0.00117 W</td></tr>
<tr><td>Power density over the cells</td><td>between 150 and 200 nW/µm²</td></tr>
<tr><th colspan="2">Place</th></tr>
<tr><td>Cell area after placement</td><td>9040 µm²</td></tr>
<tr><td>Total half-perimeter wirelength after legalization and detailed placement</td><td>between 15,000 and 20,000 µm</td></tr>
<tr><td>Number of buffers inserted by port buffering</td><td>17</td></tr>
<tr><td>Pre-CTS setup slack</td><td>0.931 ns</td></tr>
<tr><td>Final RePlAce weighted congestion</td><td>between 0.9 and 1</td></tr>
<tr><th colspan="2">Critical path</th></tr>
<tr><td>CP Class</td><td>reg2reg</td></tr>
<tr><td>Signal arrival time at the worst endpoint</td><td>between 5 and 6 ns</td></tr>
<tr><td>Endpoint kind of the worst setup timing path</td><td>register</td></tr>
<tr><td>Crit path max fanout</td><td>17</td></tr>
<tr><td>Critical path launch point type</td><td>register</td></tr>
<tr><td>Worst EP required</td><td>approximately 5.9 ns</td></tr>
<tr><th colspan="2">Global routing</th></tr>
<tr><td>Via count of the first global-routing pass</td><td>a little under 7,000</td></tr>
<tr><td>Gr ovfl total</td><td>0</td></tr>
<tr><td>Largest net degree at the start of global routing</td><td>about 42</td></tr>
<tr><td>First-pass GRT wire length</td><td>around 37,000 µm</td></tr>
<tr><td>Number of antenna violations at the first check in global routing</td><td>0</td></tr>
<tr><td>Overall fraction of global-route tracks in use</td><td>0.160</td></tr>
<tr><th colspan="2">Run</th></tr>
<tr><td>Max-cap violations</td><td>0</td></tr>
<tr><td>Tool Warnings</td><td>32</td></tr>
<tr><th colspan="2">Hold path</th></tr>
<tr><td>Classification of the worst-slack hold path</td><td>reg2reg</td></tr>
<tr><th colspan="2">Finish</th></tr>
<tr><td>Design area</td><td>between 9000 and 10,000 µm²</td></tr>
<tr><td>Synthesis-to-finish area growth</td><td>9.46%</td></tr>
<tr><td>Most common library cell in the layout ignoring fill and taps</td><td>nor2_1</td></tr>
<tr><td>Share of final-layout standard cells stronger than drive strength 1</td><td>0.0787</td></tr>
<tr><td>Most common logic cells in the final layout</td><td>114 x nor2_1, 96 x dfrtp_1, 83 x nand2_1, 80 x xnor2_1, 63 x nand3_1</td></tr>
</table>
critical path, stage by stage (launching register included):
cell and delay (ns):
dfrtp_1 0.59, or4_1 0.74, nor4_2 0.25, buf_4 0.19, nand3_1 0.25, nand2_1 0.19
ha_1 0.41, nand2_1 0.16, a211o_4 0.34, nor3_4 0.36, nand3_1 0.15, xor2_1 0.22
nor4b_1 0.30, o2111a_1 0.46, a31oi_1 0.12
layout make-up:
| class | instances | area [µm²] |
|---|---|---|
| inverter | 26 | 100 |
| fill | 2870 | 18500 |
| tap | 378 | 473 |
| multi-input combinational | 853 | 5490 |
| clock buffer | 10 | 239 |
| clock inverter | 6 | 62.6 |
| sequential | 104 | 2610 |
| timing repair buffer | 43 | 365 |
sequential cells by signal, summed over array words and instances (netlist names):
name and cells:
UART_TX.index 32, UART_TX.state 2, index 32, seg 1, an 8, UART_TX.next_state 2
UART_TX.cycle_cnt 12, cnt 15
worst paths after layout:
path,end,slack (ns),start,cells past startpoint
worst max register to register,an[0],0.81,index[9],14
max in group asynchronous,index[16],3.70,rstn,3
worst min register to register,UART_TX.state[0],0.38,UART_TX.next_state[0],0
min in group asynchronous,UART_TX.index[6],1.16,rstn,2
worst min-delay path,UART_TX.state[0],0.38,UART_TX.next_state[0],0
worst max-delay path,an[0],0.81,index[9],14
kinds of logic (layout without fill, tap and decap cells):
| family | count (synthesis) | after routing | share of synthesized area |
|---|---|---|---|
| other | 2 | 3 | 0.000880 |
| multiplexers | 12 | 12 | 0.0144 |
| buffers and inverters | 106 | 85 | 0.0527 |
| flip-flops | 104 | 104 | 0.306 |
| AND-OR/OR-AND | 198 | 198 | 0.165 |
| adder cells (fa/ha/maj) | 12 | 12 | 0.0176 |
| XOR/XNOR | 133 | 133 | 0.137 |
| AND/OR/NAND/NOR | 495 | 495 | 0.306 |
synthesized netlist by cell type (4+ instances only):
master	instances	area, µm²
a2111oi_0	6	52.6
a211o_1	4	35.0
a211oi_1	10	75.1
a21o_1	4	30.0
a21oi_1	46	230
a31oi_1	14	87.6
and2_1	15	93.8
and3_1	20	125
and4_1	7	61.3
buf_1	9	33.8
buf_2	5	25.0
buf_4	6	45.0
clkbuf_1	57	214
dfrtp_1	96	2400
dfstp_2	8	210
ha_1	12	150
inv_1	26	97.6
mux2i_1	10	100
nand2_1	83	312
nand2b_1	5	31.3
nand3_1	63	315
nand4_1	35	219
nor2_1	114	428
nor2b_1	5	31.3
nor3_1	41	205
nor3b_1	6	45.0
nor4_1	33	206
nor4b_1	5	43.8
o211ai_1	5	37.5
o21ai_0	36	180
o22ai_1	5	31.3
o31a_1	4	35.0
o31ai_1	11	82.6
o32ai_1	4	35.0
or2_2	7	43.8
or3_1	19	119
or4_1	15	113
xnor2_1	80	701
xor2_1	52	455
through the flow:
step | cells | utilization | total power [W]
after detailed placement | 1404 | 0.324 | 0.00104
after CTS | 1420 | 0.335 | 0.00168
final | 1420 | 0.335 | 0.00165
after global routing | 1420 | 0.335 | 0.00174
after floorplan | 1063 | - | 0.000956
after global placement | 1404 | 0.324 | 0.00104
power groups by stage:
stage     Sequential, W  Combinational (W)  Clock, W
6_report       0.000784           0.000234  0.000631
5_1_grt        0.000788           0.000272  0.000681
4_1_cts        0.000784           0.000247  0.000650
layer usage:
metal  GRT usage  routed length (µm)
met5           0                   0
met4      0.0329                 554
met3      0.0191                 900
met2       0.251                9850
met1       0.239               10700
Power is estimated from default activity; no workload was simulated.
